==> design.v <==
`timescale 1ns / 1ps
module VGA_Sync(
    input iClk,
    input iNRst,
    output oPixelTick,
    output oHSync,
    output oVSync,
    output oVideoOn,
    output [15:0] oPixelX,
    output [15:0] oPixelY
    );
localparam HD = 640;
localparam HF = 48;
localparam HB = 16;
localparam HR = 96;
localparam VD = 480;
localparam VF = 10;
localparam VB = 33;
localparam VR = 2;
reg  [2:0]  clk_counter_reg;
wire [2:0]  clk_counter_next;
reg         pixel_tick;
reg  [15:0] h_counter_reg;
reg  [15:0] h_counter_next;
reg         h_sync_reg;
wire        h_sync_next;
wire        h_end;
reg  [15:0] v_counter_reg;
reg  [15:0] v_counter_next;
reg         v_sync_reg;
wire        v_sync_next;
wire        v_end;
initial
begin
	pixel_tick      = 1'b0;
	clk_counter_reg = 3'b000;
	h_counter_reg   = 15'd0;
	h_counter_next  = 15'd0;
	v_counter_reg   = 15'd0;
	v_counter_next  = 15'd0;
end
always @(posedge iClk)
begin
	if(~iNRst)
	begin
		h_counter_reg   <= 0;
		v_counter_reg   <= 0;
		clk_counter_reg <= 0;
	end
	else
	begin
		clk_counter_reg <= clk_counter_next;
		h_counter_reg   <= h_counter_next;
		v_counter_reg   <= v_counter_next;
		h_sync_reg      <= h_sync_next;
		v_sync_reg      <= v_sync_next;
		if(clk_counter_reg == 3'b001)
		begin
		   clk_counter_reg <= 3'b000;
			pixel_tick      <= ~pixel_tick;
		end
	end
end
assign clk_counter_next = clk_counter_reg + 1;
assign h_end = (h_counter_reg == (HD + HF + HB + HR - 1));
assign v_end = (v_counter_reg == (VD + VF + VB + VR - 1));
always @(posedge pixel_tick)
begin
	if(h_end)
	begin
		h_counter_next = 0;
	end
	else
	begin
		h_counter_next = h_counter_reg + 1;
	end
end
always @(posedge pixel_tick)
begin
	if(h_end)
	begin
		if(v_end)
		begin
			v_counter_next = 0;
		end
		else
		begin
			v_counter_next = v_counter_reg + 1;
		end
	end
end
assign h_sync_next = (h_counter_reg >= (HD + HB) && h_counter_reg <= (HD + HB + HR - 1));
assign v_sync_next = (v_counter_reg >= (VD + VB) && v_counter_reg <= (VD + VB + VR - 1));
assign oVideoOn   = (h_counter_reg < HD) && (v_counter_reg < VD);
assign oPixelX    = h_counter_reg;
assign oPixelY    = v_counter_reg;
assign oPixelTick = pixel_tick;
assign oHSync     = h_sync_reg;
assign oVSync     = v_sync_reg;
endmodule
`timescale 1ns / 1ps
module VGA_Top(
    input iClk,
    input iNRst,
    input [7:0] iSw,
    output oHSync,
    output oVSync,
    output [7:0] oRGB,
    output [7:0] oLED
    );
wire        video_on;
wire        pixel_tick;
reg  [7:0]  RGB_reg;
wire [15:0] pixel_x;
wire [15:0] pixel_y;
VGA_Sync vga_synchronizer_unit(.iClk(iClk),
                               .iNRst(iNRst),
										 .oPixelTick(pixel_tick),
										 .oHSync(oHSync),
										 .oVSync(oVSync),
										 .oVideoOn(video_on),
										 .oPixelX(pixel_x),
										 .oPixelY(pixel_y));
always @(posedge iClk)
begin
	if(~iNRst)
	begin
		RGB_reg <= 8'd0;
	end
	else
	begin
		begin
			if(pixel_x >= 0 && pixel_x < 160)
			begin
				RGB_reg[0] <= 1'b1;
				RGB_reg[1] <= 1'b1;
				RGB_reg[2] <= 1'b1;
				RGB_reg[3] <= 1'b0;
				RGB_reg[4] <= 1'b0;
				RGB_reg[5] <= 1'b0;
				RGB_reg[6] <= 1'b0;
				RGB_reg[7] <= 1'b0;
			end
			else if(pixel_x >= 160 && pixel_x < 320)
			begin
				RGB_reg[0] <= 1'b0;
				RGB_reg[1] <= 1'b0;
				RGB_reg[2] <= 1'b1;
				RGB_reg[3] <= 1'b1;
				RGB_reg[4] <= 1'b0;
				RGB_reg[5] <= 1'b0;
				RGB_reg[6] <= 1'b0;
				RGB_reg[7] <= 1'b0;
			end
			else if(pixel_x >= 320 && pixel_x < 480)
			begin
				RGB_reg[0] <= 1'b0;
				RGB_reg[1] <= 1'b0;
				RGB_reg[2] <= 1'b0;
				RGB_reg[3] <= 1'b1;
				RGB_reg[4] <= 1'b1;
				RGB_reg[5] <= 1'b0;
				RGB_reg[6] <= 1'b0;
				RGB_reg[7] <= 1'b0;
			end
			else if(pixel_x >= 480 && pixel_x < 640)
			begin
				RGB_reg[0] <= 1'b0;
				RGB_reg[1] <= 1'b0;
				RGB_reg[2] <= 1'b0;
				RGB_reg[3] <= 1'b0;
				RGB_reg[4] <= 1'b0;
				RGB_reg[5] <= 1'b1;
				RGB_reg[6] <= 1'b1;
				RGB_reg[7] <= 1'b1;
			end
		end
	end
end
assign oRGB = (video_on) ? RGB_reg : 8'd0;
assign oLED = iSw;
endmodule
==> run.sh <==
#!/bin/bash
# OpenROAD 26Q1-2900-gdf79404cd8, Yosys 0.63+post, stock flow scripts
make -C /OpenROAD-flow-scripts/flow DESIGN_CONFIG=/design/flow/config.mk WORK_HOME=/design/flow/orfs finish
==> config.mk <==
export PLATFORM = sky130hd
export DESIGN_NAME = VGA_Top
export DESIGN_NICKNAME = VGA_Top
export VERILOG_FILES = /design/flow/design.v
export SDC_FILE = /design/flow/constraint.sdc
export NUM_CORES = 4
export LEC_CHECK = 1
export CORE_UTILIZATION = 30
==> constraint.sdc <==
current_design VGA_Top

set clk_period 3.5
set clk_io_pct 0.2

create_clock -name clk0 -period $clk_period [get_ports {iClk}]

set non_clock_inputs [all_inputs -no_clocks]
set_input_delay [expr $clk_period * $clk_io_pct] -clock clk0 $non_clock_inputs
set_output_delay [expr $clk_period * $clk_io_pct] -clock clk0 [all_outputs]
==> impl_metrics.ini <==
; synthesis and place-and-route metrics
[place]
portBuffers = 11
gp_congestion = 0.808
hpwl_um = 3210
place_ws_ns = 0.500

[sta]
layout_setup_ws_ns = 0.362
fmax_ghz = 0.319
fin_crit_sh_pct = 89.7
unclocked_pins = 32
setup_tns_ns = 0
finalCriticalPeriod_ns = 3.14
hold_viol_final = 0
relSlewSlack_pct = 54.4
holdWs_ns = 0.459
rsz0062_at_grt = no
slew_violations = 0
tightest_slew_ns = 0.681
fin_skew_ns = 0.00593
setup_viol = 0
untimed_endpoints = 48

[critical_path]
cp_top_family = simple AND/OR/NAND/NOR gates
cpPeakStageDelay_ns = 0.47
reg2reg_from = vga_synchronizer_unit.h_counter_reg[12]
cpMaxStageDelayCell = clkdlybuf4s50_1
start_kind = flip-flop
worstSetupStartpoint = vga_synchronizer_unit.h_counter_reg[12]
cp-endpoint = oRGB[7]
critical_path_cell_count = 5
crit_chain = nor4_1 -> nand3_1 -> nor4_2 -> and2_1 -> clkdlybuf4s50_1
worstSetupPathType = flip-flop to primary output
crit_required_ns = 2.80
cp_num_buf_inv = 1
endpoint_kind = primary output
regToRegSetupSlack_ns = 1.76
r2r_cells = 4
crit_fanout = 7
worstPathArrival_ns = 2.44
r2r-end = RGB_reg[4]

[routing]
drt_iter0_drc = 57
wirelength_um = 4770
antenna_left = 0
drc = 0
diodes = 0
vias = 1840
drt-pass1-iter-count = 4
wl_per_cell_um = 11.5
routed_via_density = 4.42

[clock_network]
htreeDepth = 2
clockBufferDepth = 2
cts.reportedPaths.clkPinSlew_ns = 0.08
root_buffer = clkbuf_8
cts_buffers = 5
post_cts_buffers = 0
cts_tree = done
clock_latency_ns = 0.29

[power_and_ir_drop]
p_per_area_mw_per_mm2 = 278
power.switching_uw = 205
p_leak_nw = 1.24
pwr-share-seq_pct = 59.6
clockPowerShare_pct = 35.3
ir_drop_mv = 0.155
intPower_uw = 708
swShare_pct = 22.5
combPwrFrac_pct = 5.1

[run]
maxCapViolations = 0
warning_count = 32

[logic_synthesis]
synth_warnings = 2
ys.flops = 75
syn_area_mm2 = 0.00300
common_cells = dfxtp_1, and2_1, nor2_1
ys_seq_share_pct = 56.4
ys_chip_area_mm2 = 0.00300
top_cell = dfxtp_1
topCellsByArea = dfxtp_1, edfxtp_1, and2_1, xnor2_1, ha_1
yosys_cells = 281
synthArstFlopShare_pct = 0
synth-edff-count = 19
yosysUniqueCellTypes = 35
top_area_cell = dfxtp_1
syn_area_per_cell_um2 = 10.7
synthCells = 281
synth_top_area_share_pct = 37.3
ff_type = dfxtp_1

[global_routing]
grt_max_degree = 33
grt_pass1_vias = 1720
grt_first_pass_wirelength_um = 8310
grt.total_usage_pct = 10.4
gr-total-overflow = 0
antenna_found_initial = 0

[floorplan]
boundaryPins = 28
fp_util_pct = 30.9
die_x_um = 102
die-area_mm2 = 0.0104
core_mm2 = 0.00973
rows = 36
die_y_um = 102

[layout]
num-fill-cells = 979
area_growth_pct = 9.34
drive_gt1_share_pct = 4.95

[outcome]
outcome = finished, final reports clean

[worst_hold_path]
min_path_type = flip-flop to flip-flop
[logic make-up (layout without fill, tap and decap cells)]
logic type	count (synthesis)	after routing	synth area share (%)
AND/OR/NAND/NOR	125	125	23.5
flip-flops	75	75	56.4
XOR/XNOR	28	28	8.17
buffers and inverters	28	30	4.88
AND-OR/OR-AND	16	16	3.38
adder cells (fa/ha/maj)	9	9	3.75
[power by group through the flow]
| stage | Sequential (mW) | Clock (mW) | Combinational, mW |
|---|---|---|---|
| after CTS | 0.545 | 0.339 | 0.0480 |
| after global routing | 0.547 | 0.356 | 0.0539 |
| final | 0.545 | 0.323 | 0.0464 |
[through the flow]
stage	std cells	utilization [%]	cell area, um^2	power [mW]
finish	416	33.7	3280	0.914
global route	416	33.7	3280	0.957
CTS	416	33.7	3280	0.932
detailed placement	409	32.8	3190	0.603
global placement	409	32.8	3190	0.602
floorplan	281	-	3000	0.591
[worst min path at each step]
stage	startpoint	to	cells after the start	slack, ns
CTS	vga_synchronizer_unit.clk_counter_reg[0]	vga_synchronizer_unit.clk_counter_reg[0]	1	0.47
global route	vga_synchronizer_unit.clk_counter_reg[0]	vga_synchronizer_unit.clk_counter_reg[0]	1	0.49
finish	vga_synchronizer_unit.clk_counter_reg[0]	vga_synchronizer_unit.clk_counter_reg[0]	1	0.46
[layer usage]
| layer | up-vias | global-route usage, % | routed length [um] |
|---|---|---|---|
| li1 | 938 | - | - |
| met1 | 859 | 17.1 | 2570 |
| met2 | 39 | 14.4 | 1910 |
| met3 | 4 | 2.85 | 243 |
| met4 | 0 | 1.32 | 44 |
| met5 | - | 0 | 0 |
[cell type report]
class,instances,area [um^2],share of cell area [%]
repair buffers,14,133,4.04
flip-flops and latches,75,1690,51.5
well taps,133,166,5.07
clock inverters,1,5.00,0.152
clock buffers,6,82.6,2.52
multi-input cells,178,1170,35.6
inverters,9,33.8,1.03
[cells in the final DEF, fill, tap and decap left out, types with 2 or more instances in the layout]
| cell | n |
|---|---|
| xor2_1 | 11 |
| nor2_1 | 23 |
| nor3b_1 | 3 |
| and2_1 | 37 |
| o21ai_0 | 8 |
| nand3_1 | 14 |
| nor2b_1 | 3 |
| ha_1 | 9 |
| buf_4 | 3 |
| nand4_1 | 8 |
| nor4_1 | 3 |
| nand2_1 | 13 |
| clkdlybuf4s50_1 | 11 |
| a21oi_1 | 2 |
| clkbuf_8 | 6 |
| inv_1 | 9 |
| xnor2_1 | 17 |
| nor3_1 | 3 |
| edfxtp_1 | 19 |
| and4_1 | 2 |
| dfxtp_1 | 56 |
| and3_1 | 7 |
[repair_timing]
action                                  4_1_cts  5_1_grt
endpoints found under the setup margin        0        8
resized                                       0        1
hold buffers                                  0        0
Power is estimated from default activity; no workload was simulated.
